File: ./design.v
`timescale 1ns / 1ps
module sorting_system(
    input wire clk,              
    input wire rst_n,            
    input wire btn_manual_1,     
    input wire btn_manual_2,     
    input wire sensor_out,      
    output wire s0, s1,         
    output wire s2, s3,         
    output wire led_r, led_g, led_b,
    input wire ir_sensor,        
    output wire servo_pwm_1,     
    output wire servo_pwm_2,     
    output wire led_ir_status    
);
    wire [1:0] detected_color;  
    tcs3200_core_v3 color_sensor_inst (
        .clk(clk), .rst_n(rst_n),
        .sensor_out(sensor_out),
        .s0(s0), .s1(s1), .s2(s2), .s3(s3),
        .color_id(detected_color),
        .led_r(led_r), .led_g(led_g), .led_b(led_b)
    );
    reg ir_s1, ir_s2;
    wire ir_edge;
    always @(posedge clk) begin
        ir_s1 <= ir_sensor; 
        ir_s2 <= ir_s1; 
    end
    assign ir_edge = (ir_s2 == 1'b1 && ir_s1 == 1'b0);
    assign led_ir_status = ~ir_s2;  
    reg trig_1, trig_2;
    always @(posedge clk) begin
        if (rst_n) begin
            trig_1 <= 0;
            trig_2 <= 0;
        end else begin
            trig_1 <= 0;
            trig_2 <= 0;
            if (ir_edge) begin
                if (detected_color == 2'd1) trig_1 <= 1;
                else if (detected_color == 2'd2) trig_2 <= 1;
            end
        end
    end
    servo_core #(
        .START_DELAY(262500000),           
        .HOLD_TIME(30000000)      
    ) servo_1_inst (
        .clk(clk), .rst_n(rst_n),
        .activate(trig_1 | btn_manual_1),
        .pwm_out(servo_pwm_1)
    );
    servo_core #(
        .START_DELAY(500000000),   
        .HOLD_TIME(30000000)      
    ) servo_2_inst (
        .clk(clk), .rst_n(rst_n),
        .activate(trig_2 | btn_manual_2),
        .pwm_out(servo_pwm_2)
    );
endmodule
module tcs3200_core_v3(
    input clk, rst_n, sensor_out,
    output wire s0, s1, 
    output reg s2, s3,
    output reg [1:0] color_id, 
    output reg led_r, led_g, led_b
);
    assign s0 = 1; assign s1 = 1;  
    parameter SAMPLE_TIME = 12500000;  
    localparam RED=0, BLUE=1, GREEN=2;
    reg [1:0] state = RED;
    reg [31:0] timer = 0, counter = 0;
    reg [31:0] r_val, g_val, b_val;
    reg s_in_d, s_in_d2;
    wire s_edge = s_in_d & ~s_in_d2;
    always @(posedge clk) begin s_in_d <= sensor_out; s_in_d2 <= s_in_d; end
    always @(posedge clk) begin
        if (rst_n) begin
            state <= RED; timer <= 0; counter <= 0;
            color_id <= 0; led_r<=0; led_g<=0; led_b<=0;
        end else begin
            if (timer < SAMPLE_TIME) begin 
                timer <= timer + 1;
                if (s_edge) counter <= counter + 1;
            end else begin
                timer <= 0; counter <= 0;
                case(state)
                    RED: begin r_val <= counter; state <= BLUE; s2<=0; s3<=1; end
                    BLUE: begin b_val <= counter; state <= GREEN; s2<=1; s3<=1; end
                    GREEN: begin 
                        g_val <= counter; state <= RED; s2<=0; s3<=0;
                        if ((r_val + g_val + b_val) > 1000) begin
                            if(r_val > g_val && r_val > b_val) begin
                                color_id <= 1; led_r<=1; led_g<=0; led_b<=0;
                            end else if(g_val > r_val && g_val > b_val) begin
                                color_id <= 2; led_r<=0; led_g<=1; led_b<=0;
                            end else if(b_val > r_val && b_val > g_val) begin
                                color_id <= 3; led_r<=0; led_g<=0; led_b<=1;
                            end
                        end else begin
                             led_r<=0; led_g<=0; led_b<=0;
                        end
                    end
                endcase
            end
        end
    end
endmodule
module servo_core #(
    parameter START_DELAY = 0,       
    parameter HOLD_TIME = 125000000  
)(
    input clk, rst_n, activate,
    output reg pwm_out
);
    parameter MIN_PULSE = 62500;      
    parameter TARGET_PULSE = 145833;  
    reg [31:0] cnt = 0;
    reg [31:0] duty = 62500;
    localparam IDLE=0, WAIT_DELAY=1, MOVE=2, HOLD=3, RETURN=4;
    reg [2:0] state = IDLE;
    reg [31:0] general_timer = 0;  
    always @(posedge clk) begin
        if (rst_n) begin
            state <= IDLE; duty <= MIN_PULSE; general_timer <= 0;
        end else begin
            if (cnt < 2500000) cnt <= cnt + 1; else cnt <= 0;
            pwm_out <= (cnt < duty) ? 1 : 0;
            case(state)
                IDLE: begin
                    duty <= MIN_PULSE; 
                    general_timer <= 0;
                    if (activate) begin
                        if (START_DELAY > 0) state <= WAIT_DELAY;  
                        else state <= MOVE;                        
                    end
                end
                WAIT_DELAY: begin
                    if (general_timer < START_DELAY) begin
                        general_timer <= general_timer + 1;
                    end else begin
                        general_timer <= 0;  
                        state <= MOVE;
                    end
                end
                MOVE: begin
                    if (duty < TARGET_PULSE) duty <= duty + 250; 
                    else begin 
                        duty <= TARGET_PULSE; 
                        general_timer <= 0;  
                        state <= HOLD; 
                    end
                end
                HOLD: begin
                    if (general_timer < HOLD_TIME) general_timer <= general_timer + 1;
                    else state <= RETURN;
                end
                RETURN: begin
                    if (duty > MIN_PULSE) duty <= duty - 250;
                    else state <= IDLE;
                end
            endcase
        end
    end
endmodule
File: ./constraint.sdc
current_design sorting_system

set clk_period 13.1
set clk_io_pct 0.2

create_clock -name clk0 -period $clk_period [get_ports {clk}]

set non_clock_inputs [all_inputs -no_clocks]
set_input_delay [expr $clk_period * $clk_io_pct] -clock clk0 $non_clock_inputs
set_output_delay [expr $clk_period * $clk_io_pct] -clock clk0 [all_outputs]
File: ./run.sh
#!/bin/bash
# OpenROAD 26Q1-2900-gdf79404cd8, Yosys 0.63+post, stock flow scripts
make -C /OpenROAD-flow-scripts/flow DESIGN_CONFIG=/design/flow/config.mk WORK_HOME=/design/flow/orfs finish
File: ./config.mk
export PLATFORM = sky130hd
export DESIGN_NAME = sorting_system
export DESIGN_NICKNAME = sorting_system
export VERILOG_FILES = /design/flow/design.v
export SDC_FILE = /design/flow/constraint.sdc
export NUM_CORES = 4
export LEC_CHECK = 1
export CORE_UTILIZATION = 50
==> out/qor.txt <==
Area leader share -> 21.3%
outcome -> finished, final reports clean
largest net degree at the start of global routing -> 56
Port Buf Inserts -> 13
Vias/cell -> 5.75
crit path time final -> 4.54 ns
Placeable Area -> 0.0455 mm^2
EDFF count, synth -> 164
Wirelength per Cell -> 16.5 um
die width -> 217 um
setup ws final -> 8.56 ns
final cell count without fillers -> 3146
number of CTS-inserted buffers -> 41
clock transition at the registers of the reported paths -> 0.06 ns
Area growth, synth to finish -> 8.92%
GPL Wtd Cong -> 0.927
final wirelength -> 52.0 mm
sequential share of power -> 39.5%
Ant. Diodes -> 0
Synth cell types -> 86
Vias -> 18089
clk latency late pin -> 0.57 ns
CTS tree -> built
Post-CTS Setup Inserts -> 0
post-synth top area cell -> edfxtp_1
dpl hpwl -> 37.5 mm
metal3 WL -> 2.51 mm
Fillers -> 3911
share of layout cells above drive strength 1 -> 4.56%
CP max FO -> 55
Log Warnings -> 30
Setup CP Type -> input pin to register
Clock Power Share -> 30.7%
RSZ-0062 raised after global routing -> no
Num Clock Sinks -> 375
FP Core Util -> 50.9%
Worst VDD drop -> 121 uV
worst-margin pin slew -> 0.911 ns
htree depth -> 2
Comb power frac -> 29.9%
reg-to-reg startpoint -> color_sensor_inst.g_val[1]
number of global-route vias before repair -> 17370
CTS root buf -> clkbuf_16
critical path's most frequent cell -> buf_4
fin crit share -> 34.6%
total track usage -> 23.8%
DRT met1 WL -> 25.3 mm
total die size -> 0.0471 mm^2
Final ANT Viol Nets -> 0
synthesis-stage register bit count -> 375
DRC -> 0
Leak Pwr -> 9.58 nW
CP startpoint kind -> input pin
initial antenna violation count -> 0
uppermost layer routed -> met4
Max clock buf depth -> 3
FMAX -> 221 MHz
crit path DRT -> 13.54 ns
top cells, area -> edfxtp_1 (21%), dfxtp_1 (18%), ha_1 (11%), nor2_1 (4.9%), xor2_1 (3.9%)
main flop type -> dfxtp_1
CP endpoint kind -> register
arrival time worst endpoint -> 4.97 ns
Synth Instances -> 2503
first-pass GRT wire length -> 87.9 mm
setup violators final -> 0
chip height -> 217 um
critical path's slowest cell -> clkinv_2
Rows -> 78
IO Pins -> 16
max incr delay on CP -> 0.64 ns
post-CTS sizing -> 0
Max-cap violations -> 0
register area share after synthesis -> 39.6%
Async SR Flop Fraction -> 0%
Yosys Chip Area -> 0.0231 mm^2
DRT iter0 DRCs -> 1254
switching pwr -> 0.00124 W
Hold Crit Start -> color_sensor_inst.s_in_d
CTS Hold Buffers Added -> 0
Fin. Hold Viols -> 0
clock skew -> 0.0183 ns
Critical Path, Cell by Cell -> buf_2 -> clkinv_2 -> buf_4 -> o31ai_4 -> buf_4 -> nor2_1
Pwr Density -> 143 mW/mm^2
max_slew headroom -> 39.0%
Met2 Wirelength -> 23.2 mm
total grt overflow -> 0
Final Slew Violations -> 0
yosys warns -> 4
Worst Setup SP -> rst_n
placed cells -> 3071
mapped cell area -> 0.0231 mm^2
syn_area_per_cell -> 9.24 um^2
pre-CTS setup slack -> 7.95 ns
yosys cell count -> 2503
worst hold path type -> register to register
DR pass1 iterations -> 7
sw frac -> 34.3%
P_int -> 0.00237 W
setup tns final -> 0 ns
through the flow:
step                hold slack, ns  util (%)  cell area [um^2]  total power [W]
floorplan                    0.324         -             23200          0.00224
global placement             0.334      52.5             23900          0.00251
detailed placement           0.338      52.5             23900          0.00251
CTS                          0.351      55.4             25200          0.00364
global route                 0.367      55.4             25200          0.00384
finish                       0.346      55.4             25200          0.00361
cells by family after synthesis:
family                   after synthesis  share of synthesized area (%)
other                                  2                         0.0325
AND-OR/OR-AND                        561                           16.5
flip-flops                           375                           39.6
multiplexers                          10                          0.487
XOR/XNOR                             159                           6.02
buffers and inverters                244                           4.08
adder cells (fa/ha/maj)              234                           13.7
AND/OR/NAND/NOR                      918                           19.6
cells in the final DEF (no fill, tap or decap), drive strengths merged, types with 14 or more instances in the layout:
master / Yosys / layout
nand4: 90 / 90
or3: 21 / 21
buf: 15 / 19
ha: 202 / 202
nand2b: 19 / 19
xor2: 104 / 104
and3: 42 / 42
a21o: 59 / 59
and4: 15 / 15
o21a: 18 / 18
inv: 151 / 152
nand3: 96 / 96
fa: 32 / 32
a21oi: 147 / 147
a211oi: 26 / 26
o211ai: 18 / 18
and2: 20 / 20
conb: 2 / 30
or4: 16 / 16
o21ai: 117 / 117
clkbuf: 76 / 62
a2111oi: 14 / 14
nand2: 167 / 167
nor4: 31 / 31
xnor2: 55 / 55
a221oi: 17 / 17
a31oi: 21 / 21
nor3: 60 / 60
nor2: 299 / 299
nor2b: 17 / 17
o31ai: 18 / 18
dfxtp: 211 / 211
edfxtp: 164 / 164
final timing paths:
path,depth (start not counted),endpoint,slack [ns]
max,6,servo_2_inst.general_timer[30],8.56
min,0,color_sensor_inst.s_in_d2,0.35
max reg2reg,13,color_sensor_inst.led_g,8.61
min reg2reg,0,color_sensor_inst.s_in_d2,0.35
critical path, delay by kind of cell:
| family | cells | cell delay (ns) |
|---|---|---|
| buffers and inverters | 4 | 2.00 |
| and+or+nand+nor | 1 | 0.10 |
| AOI/OAI and AO/OA | 1 | 0.13 |
power by group through the flow:
| stage | logic [W] | registers [W] | clock network [W] |
|---|---|---|---|
| 6_report | 0.00108 | 0.00142 | 0.00111 |
| 5_1_grt | 0.00121 | 0.00144 | 0.00119 |
| 4_1_cts | 0.00107 | 0.00142 | 0.00114 |
cell usage after synthesis (19+ instances only):
cell type	count
xor2_1	104
nor2_1	299
dfxtp_1	211
nor3_1	59
a211oi_1	26
nand2_1	167
or3_1	20
and2_1	20
inv_1	150
a21oi_1	147
a21o_1	59
nand4_1	90
edfxtp_1	164
nor4_1	26
xnor2_1	55
and3_1	42
nand3_1	96
ha_1	202
nand2b_1	19
a31oi_1	21
fa_1	32
o21ai_0	106
clkbuf_1	76
cell type report:
| type | count | area [um^2] | share of cell area, % |
|---|---|---|---|
| repair buffers | 31 | 260 | 1.03 |
| clock buffers | 62 | 1230 | 4.87 |
| clock inverters | 13 | 68.8 | 0.273 |
| multi-input cells | 1912 | 13200 | 52.2 |
| well taps | 600 | 751 | 2.98 |
| inverters | 153 | 576 | 2.29 |
| flip-flops and latches | 375 | 9150 | 36.3 |
routing by layer:
layer | up-vias | global-route usage [%]
li1 | 9197 | -
met1 | 8458 | 38.4
met2 | 364 | 35.6
met3 | 70 | 3.91
met4 | 0 | 4.53
met5 | - | 0
Power figures rest on the tool's default switching activity, not on a simulated workload.
